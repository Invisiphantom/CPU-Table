--- ./config.mk ---
export PLATFORM = sky130hd
export DESIGN_NAME = Regs
export DESIGN_NICKNAME = Regs
export VERILOG_FILES = /design/flow/design.v
export SDC_FILE = /design/flow/constraint.sdc
export NUM_CORES = 4
export LEC_CHECK = 1
export CORE_AREA = 10 10 625 625
export DIE_AREA = 0 0 635 635
--- ./constraint.sdc ---
current_design Regs

set clk_period 24.1
set clk_io_pct 0.2

create_clock -name clk0 -period $clk_period [get_ports {clk}]

set non_clock_inputs [all_inputs -no_clocks]
set_input_delay [expr $clk_period * $clk_io_pct] -clock clk0 $non_clock_inputs
set_output_delay [expr $clk_period * $clk_io_pct] -clock clk0 [all_outputs]
--- ./design.v ---
module Regs (
    input clk,
    input Cnd,
    input [3:0] icode,
    input [3:0] rA,
    input [3:0] rB,
    input [63:0] valE,
    input [63:0] valM,
    output reg [63:0] valA,
    output reg [63:0] valB,
    output [63:0] rax,
    output [63:0] rcx,
    output [63:0] rdx,
    output [63:0] rbx,
    output [63:0] rsp,
    output [63:0] rbp,
    output [63:0] rsi,
    output [63:0] rdi,
    output [63:0] r8,
    output [63:0] r9,
    output [63:0] r10,
    output [63:0] r11,
    output [63:0] r12,
    output [63:0] r13,
    output [63:0] r14
);
    reg [63:0] Register[0:15];
    initial begin
        Register[0]  = 64'h0;
        Register[1]  = 64'h0;
        Register[2]  = 64'h0;
        Register[3]  = 64'h0;
        Register[4]  = 64'h0;
        Register[5]  = 64'h0;
        Register[6]  = 64'h0;
        Register[7]  = 64'h0;
        Register[8]  = 64'h0;
        Register[9]  = 64'h0;
        Register[10] = 64'h0;
        Register[11] = 64'h0;
        Register[12] = 64'h0;
        Register[13] = 64'h0;
        Register[14] = 64'h0;
    end
    always @(*) begin
        case (icode)
            4'h2, 4'h5, 4'h4, 4'h6: begin
                valA <= Register[rA];
                valB <= Register[rB];
            end
            4'h8, 4'h9, 4'hB: begin
                valA <= Register[4];   
                valB <= Register[4];   
            end
            4'hA: begin   
                valA <= Register[rA];   
                valB <= Register[4];   
            end
            default: begin
                valA <= valA;
                valB <= valB;
            end
        endcase
    end
    always @(posedge clk) begin
        case (icode)
            4'h2: begin
                if (Cnd == 1'b1) Register[rB] <= valE;   
            end
            4'h3: Register[rB] <= valE;   
            4'h5: Register[rA] <= valM;   
            4'h6: Register[rB] <= valE;   
            4'h8: Register[4] <= valE;   
            4'h9: Register[4] <= valE;   
            4'hA: Register[4] <= valE;   
            4'hB: begin   
                Register[4]  <= valE;
                Register[rA] <= valM;
            end
        endcase
    end
    assign rax = Register[0];
    assign rcx = Register[1];
    assign rdx = Register[2];
    assign rbx = Register[3];
    assign rsp = Register[4];
    assign rbp = Register[5];
    assign rsi = Register[6];
    assign rdi = Register[7];
    assign r8  = Register[8];
    assign r9  = Register[9];
    assign r10 = Register[10];
    assign r11 = Register[11];
    assign r12 = Register[12];
    assign r13 = Register[13];
    assign r14 = Register[14];
endmodule
--- ./run.sh ---
#!/bin/bash
# OpenROAD 26Q1-2900-gdf79404cd8, Yosys 0.63+post, stock flow scripts
make -C /OpenROAD-flow-scripts/flow DESIGN_CONFIG=/design/flow/config.mk WORK_HOME=/design/flow/orfs finish
==> results.cfg <==
; yosys + openroad results
[floorplan]
rows = 225
coreArea_sq_um = 376000
dieArea_sq_um = 403000
die_h_um = 635
die_w_um = 635
initCoreUtil_pct = 13.6
ioPinCount = 1230

[sta]
min_period_over_period_pct = 36.7
slew_headroom_pct = 38.5
tightest_slew_ps = 918
fin_crit_ps = 8860
final_max_slew_viol_count = 0
hold_violations = 0
setup_viol = 0
fmaxAchievable_ghz = 0.113
rsz0062_at_grt = false
untimed_endpoints = 256
unclocked_pins = 128
fin_tns_setup_ps = 0

[detailed_routing]
vias_per_cell = 4.06
via_count = 37500
wire_per_inst_um = 36.6
first_pass_iters = 7
ant_nets = 0
wl_mm = 338
initialDrtViolationCount = 2627
drc = 0

[flow_run]
log.warning_count = 26
cap_violations = 0

[global_route]
gr-total-overflow = 0
grt_max_degree = 72
grt_pass1_wl_mm = 432
grt_pass1_vias = 40600
antenna_found_initial = 58
grtUsageTotal_pct = 16.6

[yosys]
async_reset_ff_share_pct = 0
ys_sh_xor_pct = 0
synthCells = 2856
ff_type = edfxtp_1
simple_gate_share_pct = 1.51
syn_area_sq_um = 51200
adder_share_pct = 0
ys_cells = 2856
synth.cellmix.compoundShare_pct = 5.51
yosys_area_sq_um = 51200
edf_count = 1024
netlist_logic_family_top = multiplexers
yosysUniqueCellTypes = 34
avgSynthCellArea_sq_um = 17.9
ys_ff = 1152
ys_warn_count = 1
mux_share_pct = 26.8

[cells_and_area]
area_growth_pct = 44.3
stdcell_count = 9227
lay_top_count = clkdlybuf4s50_1
final_cell_mix = clkdlybuf4s50_1 (1223), edfxtp_1 (1024), mux4_2 (386), mux2i_1 (258), o22ai_1 (254)
layout-drive-gt1-share_pct = 22.1
final_core_util_pct = 19.6

[pwr]
power_density_nw_per_um2 = 62.0
leakagePower_nw = 23.8
ir_drop_uv = 58.7

[placed_design]
dp.cells = 8976
gp_congestion = 0.985
io_buffers = 1229
dp_hpwl_mm = 263

[worst_setup_path]
crit_path_end_kind = flip-flop
crit_arrival_ps = 9250
cp-start-kind = input port
worstPathRequired_ps = 24490
cp_max_fo = 29
path_class = in -> reg

[clocking]
cts_root_buf = clkbuf_16
cts_setup_buffers = 0
cts_hold_buf = 0
cts_resized = 0
clk_pin_slew_worst_paths_ps = 60
cts_buffers = 116
h-tree-depth = 3
clockBufferDepth = 4
tritoncts = done

[min_path]
hold_path.class = in -> reg
holdCritStartpoint = valE[2]
hold-path-endpoint = Register[4][2]$_DFFE_PP_
min_path_cells = 2

[run_status]
run_status = finished clean
cells by family (layout without fill, tap and decap cells):
kind of cell | after synthesis | after routing
latches | 128 | 128
AOI/OAI and AO/OA | 451 | 451
and+or+nand+nor | 180 | 180
buffers and inverters | 232 | 1571
other | 0 | 38
muxes | 841 | 841
DFF | 1024 | 1024
layout make-up:
class / instances / area [sq um]
antenna: 38 / 95.1
tap: 4994 / 6250
timing repair buffer: 1358 / 13300
multi-input combinational: 1472 / 17500
fill: 39800 / 302000
sequential: 1152 / 32700
clock buffer: 126 / 2940
clock inverter: 87 / 1100
synthesized netlist by cell type, types with 2 or more instances:
cell type | instances | area (sq um)
mux2i_1 | 258 | 2580
mux4_2 | 386 | 8690
a31oi_1 | 63 | 394
mux2_4 | 61 | 916
nor2_1 | 131 | 492
edfxtp_1 | 1024 | 30700
nand2_1 | 7 | 26.3
a22oi_1 | 63 | 473
buf_4 | 29 | 218
nor3_1 | 17 | 85.1
buf_6 | 22 | 248
buf_1 | 18 | 67.6
dlxtn_1 | 128 | 1920
o22ai_1 | 254 | 1590
nand2b_1 | 4 | 25.0
nor2b_1 | 9 | 56.3
or3b_1 | 2 | 17.5
o21ai_0 | 3 | 15.0
buf_2 | 63 | 315
clkbuf_1 | 100 | 375
nand3_1 | 3 | 15.0
nand3b_1 | 2 | 15.0
mux2_2 | 133 | 1500
a21oi_1 | 64 | 320
mux2_1 | 3 | 33.8
stage by stage:
stage / total power [W] / area (sq um) / setup WS, ps / hold slack (ps)
final: 0.00458 / 73900 / 15240 / 4720
after global routing: 0.00473 / 73900 / 15130 / 4660
after CTS: 0.00463 / 73800 / 15250 / 4630
after detailed placement: 0.00273 / 69700 / 14440 / 5540
after global placement: 0.00273 / 69700 / 14460 / 5550
after floorplan: 0.00238 / 51200 / 13290 / 5040
sequential cells by signal (all words and copies together) (netlist names):
register / count
Register: 1024
valA: 64
valB: 64
per-layer routing:
layer	share of wire (%)	GRT usage [%]	up-vias
li1	-	-	14600
met1	30	15.5	19000
met2	50	28.2	3312
met3	14	10.4	569
met4	5.9	8.05	4
met5	0.0062	0.0935	-
power by group:
part	switching, W	internal (W)
Sequential	0.0000682	0.00205
Combinational	0.000316	0.000255
Clock	0.000773	0.00111
Total	0.00116	0.00342
critical path, stage by stage:
cell             delay [ps]
clkdlybuf4s50_1         640
and3b_1                 330
o21ai_4                 110
buf_4                   580
mux2i_1                 340
nor3_2                  650
buf_4                   660
buf_4                   410
buf_4                   510
worst max-delay path by stage:
stage	from	to	slack [ps]	depth (start not counted)
after global routing	icode[3]	Register[5][21]$_DFFE_PP_	15130	9
after CTS	icode[3]	Register[5][21]$_DFFE_PP_	15250	9
final	icode[3]	Register[5][21]$_DFFE_PP_	15240	9
Power figures rest on the tool's default switching activity, not on a simulated workload.
